==> /design/flow/design.v <==
module ALU (input [3:0] alu_op,
            input [31:0] alu_in_1,
            input [31:0] alu_in_2,
            output reg [31:0] alu_result,
            output reg alu_bcond);
   always @(*) begin
      alu_result = 32'b0;
      alu_bcond = 1'b0;
      case(alu_op)
         4'b0000: begin
            alu_result = (alu_in_1 + alu_in_2) ;
         end
         4'b0001: begin
            alu_result = (alu_in_1 - alu_in_2) ;
         end
         4'b0010: begin
            alu_result = (alu_in_1 << alu_in_2) ;
         end
         4'b0011: begin
            alu_result = (alu_in_1 ^ alu_in_2) ;
         end
         4'b0100: begin
            alu_result = (alu_in_1 >> alu_in_2) ;
         end
         4'b0101: begin
            alu_result = (alu_in_1 | alu_in_2) ;
         end  
         4'b0110: begin
            alu_result = (alu_in_1 & alu_in_2) ; 
         end
         4'b1000: begin
            alu_bcond = (alu_in_1 == alu_in_2) ;
         end
         4'b1001: begin
            alu_bcond = (alu_in_1 != alu_in_2) ; 
         end
         4'b1010: begin
            alu_bcond = ($signed(alu_in_1) < $signed(alu_in_2));
         end
         4'b1011: begin
            alu_bcond = ($signed(alu_in_1) >= $signed(alu_in_2));
         end
         4'b1111: begin
            alu_result = 32'b0;
            alu_bcond = 1'b0;
         end
         default: begin
            alu_result = 32'b0;
            alu_bcond = 1'b0;
         end
      endcase            
   end
endmodule
==> /design/flow/run.sh <==
#!/bin/bash
# OpenROAD 26Q1-2900-gdf79404cd8, Yosys 0.63+post, stock flow scripts
make -C /OpenROAD-flow-scripts/flow DESIGN_CONFIG=/design/flow/config.mk WORK_HOME=/design/flow/orfs finish
==> /design/flow/config.mk <==
export PLATFORM = sky130hd
export DESIGN_NAME = ALU
export DESIGN_NICKNAME = ALU
export VERILOG_FILES = /design/flow/design.v
export SDC_FILE = /design/flow/constraint.sdc
export NUM_CORES = 4
export LEC_CHECK = 1
export CORE_UTILIZATION = 30
==> /design/flow/constraint.sdc <==
current_design ALU

set clk_period 15.8
set clk_io_pct 0.2

create_clock -name clk0 -period $clk_period

set non_clock_inputs [all_inputs -no_clocks]
set_input_delay [expr $clk_period * $clk_io_pct] -clock clk0 $non_clock_inputs
set_output_delay [expr $clk_period * $clk_io_pct] -clock clk0 [all_outputs]
==> summary.txt <==
impl run done, here's what came out: final instance area=10000 um^2, Power Total=320 uW, Max Cap Violations=0, synthesized area=8870 um^2, maximum fanout along the worst path=roughly 49, power per cell area=31.9 nW/um^2, antenna violations before repair=2, DR pass1 iterations=6, Slew headroom=0.370, pre-CTS WS=about 5000 ps, ANT nets after route=0, row count=62, first-pass GRT wire length=66700 um, Mapped Cells=1338, Starting DRT DRC Count=1333, final slew viol count=0, vias post-DR=10800, min-delay worst type=input pin to primary output, die area=30300 um^2, DR vias/cell=6.22, largest net degree at the start of global routing=71, fraction of layout cells with a size suffix above 1=0.0634, GPL Wtd Cong=1.04, Worst EP required=12640 ps, Logic area=roughly 8000 um^2, Max IR drop VDD=approximately 0.000014 V, crit path time final=10770 ps, Boundary Pins=101, Worst setup EP type=primary output, FF+latch count=0, detailed placement HPWL=35200 um, post-CTS sizing=0, Leak Pwr=0.00411 uW, Final Hold Vio Count=0, area delta synth->final=13.2%, RSZ-0062 raised after global routing=false, grt ovf=0, mean routed wirelength per cell=25.7 um, total negative slack=0 ps, Post-CTS Setup Inserts=0, chip area in the Yosys report=8870 um^2, die width=174 um, status=completed, tally of OpenROAD warnings=113, final tally of setup violations=0, fill count=3147, number of diodes=0, Slowest-stage cell, CP=ha_1, Distinct cells, synth=86, CP Cell Sequence=clkdlybuf4s50_1 > buf_4 > inv_1 > buf_4 > ha_1 > nor2b_1 > o21ai_0 > nor4bb_1 > o21a_1 > a21oi_1 > o2111ai_1 > a21oi_1 > a2111oi_0 > nor2_1 > clkdlybuf4s50_1, vias in the first global route=10200, WS Path Type=input pin to primary output, worst slew pin tran=936 ps, Data arrival, critical path=approximately 7600 ps, CP startpoint kind=input pin, Post-Syn Area per Cell=about 6.6 um^2, Tot GR Track Use=0.295, final worst slack=5030 ps, total wire length=around 45000 um, max incr delay on CP=roughly 550 ps, CTS Hold Buffers Added=0, Ys Warns=1, yosys cell count=1338, area post-placement=~10000 um^2, Initial Util=0.307, core area=28900 um^2, Final Cycle Share=0.682, clkbuf count=0, fmax=between 90 and 100 MHz, Die Ht=174 um, Seq/Total Area, Yosys=0, area taken by flip-flops and latches=0 um^2, # port buffers=101, DRC=0
==> layout by cell type, fill, tap and decap left out, types with 17 or more instances in the layout <==
| cell type | count |
|---|---|
| nor4_1 | 17 |
| a21oi_1 | 119 |
| nor3_1 | 44 |
| mux2i_1 | 61 |
| clkdlybuf4s50_1 | 98 |
| and2_1 | 17 |
| ha_1 | 113 |
| buf_4 | 23 |
| a211oi_1 | 34 |
| nand3_1 | 17 |
| nand2_1 | 116 |
| inv_1 | 92 |
| a221oi_1 | 26 |
| o21ai_0 | 66 |
| nor2_1 | 170 |
| a21o_1 | 19 |
==> worst max-delay path, delay by kind of cell <==
family                   cells  cell delay (ps)
buffers and inverters        5             1690
adder cells (fa/ha/maj)      1              550
AND-OR/OR-AND                6             1480
AND/OR/NAND/NOR              3              690
==> where the power goes <==
group,internal (uW),switching (uW),total (uW)
registers,0,0,0
logic,125,195,320
clock network,0,0,0
==> final timing paths <==
| kind | cells past startpoint | endpoint | slack [ps] | start |
|---|---|---|---|---|
| max | 15 | alu_result[31] | 5030 | alu_in_2[3] |
| min | 5 | alu_result[1] | 7320 | alu_in_2[1] |
==> routing by layer <==
| metal | GRT usage | vias up | wire length [um] |
|---|---|---|---|
| li1 | - | 4996 | - |
| met2 | 0.446 | 570 | 19700 |
| met5 | 0 | - | 12 |
| met1 | 0.435 | 5188 | 19700 |
| met3 | 0.0439 | 77 | 3920 |
| met4 | 0.0797 | 2 | 1350 |
==> cells by family (layout without fill, tap and decap cells) <==
logic type,Yosys count,after routing,synth area share
buf+inv,203,222,0.0955
mux,89,89,0.125
compound gates,466,466,0.368
fa+ha+maj,115,115,0.164
xor+xnor,11,11,0.0109
simple gates,454,454,0.237
==> cell usage after synthesis (all sizes together) (6+ instances only) <==
cell     number  area share
nor2        170       0.072
a21oi       119       0.067
nand2       116       0.049
ha          113        0.16
inv          98       0.041
o21ai        82       0.046
mux2i        61       0.069
clkbuf       55       0.023
buf          49       0.030
nor3         44       0.025
a211oi       34       0.029
a221oi       28       0.029
nor4         21       0.017
a21o         19       0.016
and2         17       0.012
nand3        17      0.0096
mux4         16       0.041
a31oi        15       0.011
nand2b       15       0.011
o211ai       15       0.013
a2111oi      14       0.019
o22ai        14      0.0099
o221ai       13       0.013
a221o        12       0.014
and3         12      0.0085
mux2         12       0.015
nor2b        11      0.0078
o2111ai      11       0.012
o21bai       11      0.0093
o31ai        11       0.012
a211o        10      0.0099
xnor2        10      0.0099
o21a          9      0.0076
or2           7      0.0049
a41oi         6      0.0068
or3           6      0.0042
==> final cells by class <==
| type | instances | share of cell area |
|---|---|---|
| tap | 384 | 0.0478 |
| timing repair buffer | 123 | 0.116 |
| inverter | 99 | 0.0370 |
| multi-input combinational | 1135 | 0.799 |
==> through the flow <==
stage / util / hold WS (ps) / cells
detailed placement: 0.348 / 7330 / 1741
global route: 0.348 / 7400 / 1741
CTS: 0.348 / 7330 / 1741
finish: 0.348 / 7320 / 1741
floorplan: - / 6410 / 1338
global placement: 0.348 / 7320 / 1741
Power figures rest on the tool's default switching activity, not on a simulated workload.
