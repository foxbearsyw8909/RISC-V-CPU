$ cat ./config.mk
export PLATFORM = sky130hd
export DESIGN_NAME = BTB
export DESIGN_NICKNAME = BTB
export VERILOG_FILES = /design/flow/design.v
export SDC_FILE = /design/flow/constraint.sdc
export NUM_CORES = 4
export LEC_CHECK = 1
export CORE_UTILIZATION = 30
$ cat ./constraint.sdc
current_design BTB

set clk_period 26.3
set clk_io_pct 0.2

create_clock -name clk0 -period $clk_period [get_ports {clk}]

set non_clock_inputs [all_inputs -no_clocks]
set_input_delay [expr $clk_period * $clk_io_pct] -clock clk0 $non_clock_inputs
set_output_delay [expr $clk_period * $clk_io_pct] -clock clk0 [all_outputs]
$ cat ./design.v
module BTB (input [31:0] current_pc,
            input clk,
            input reset,
            input update,
            input [31:0] update_pc,
            input [31:0] real_target_pc,
            output btb_hit,
            output [31:0] btb_target_pc);
    reg [24:0] tag_table [0:31];
    reg [31:0] target_table [0:31];
    reg valid_table [0:31];
    wire [4:0] idx;  
    wire [24:0] tag;
    assign idx = current_pc[6:2];
    assign tag = current_pc[31:7];
    assign btb_hit = valid_table[idx] && (tag_table[idx] == tag);
    assign btb_target_pc = target_table[idx];
    integer i;
    always @(posedge clk) begin
        if (reset) begin
            for (i = 0; i < 32; i = i + 1) begin
                valid_table[i] <= 1'b0;
                tag_table[i] <= 25'b0;
                target_table[i] <= 32'b0;
            end
        end
        else begin
            if (update) begin
                tag_table[update_pc[6:2]] <= update_pc[31:7];
                target_table[update_pc[6:2]] <= real_target_pc;
                valid_table[update_pc[6:2]] <= 1'b1;
            end
            else ;
        end
    end
endmodule
$ cat ./run.sh
#!/bin/bash
# OpenROAD 26Q1-2900-gdf79404cd8, Yosys 0.63+post, stock flow scripts
make -C /OpenROAD-flow-scripts/flow DESIGN_CONFIG=/design/flow/config.mk WORK_HOME=/design/flow/orfs finish
==> flow_summary_export.csv <==
group,metric,value,unit
outcome,status,"complete, no violations",
sta,max-slew-margin-rel,26.6,%
power_and_ir_drop,switching_power,1530,uW
floorplanning,io_pins,132,
synth,yosys_cells,5269,
hold_path,min_path_type,"flip-flop to flip-flop",
floorplanning,fp_util,30.3,%
floorplanning,rows,193,
power_and_ir_drop,leakagePower,0.0327,uW
synth,common_cells,"and2_1, edfxtp_1, mux4_2",
power_and_ir_drop,internal_power,5110,uW
synth,post-synth-top-area-fraction,65.3,%
grt,grt_pass1_vias,49519,
synth,async_flop_share,0,%
sta,finalSetupTns,0,ps
synth,synthAoiAreaFrac,1.38,%
critical_path,path_cells,"buf_8 > buf_4 > buf_4 > buf_4 > buf_4 > mux4_2 > mux2i_1 > o22ai_1 > nor2_1 > xnor2_1 > nor3_1 > nand4_1 > nor4_2 > clkdlybuf4s50_1",
synth,xor_area_share,0.230,%
sta,fin_skew,0,ps
power_and_ir_drop,swShare,23.0,%
clock_network,post_cts_resized,0,
grt,grt_max_degree,91,
synth,ff_type,"edfxtp_1",
power_and_ir_drop,ir_drop,63.7,uV
synth,synth_area_per_cell,15.9,sq um
synth,ys_area,83900,sq um
clock_network,clk-insertion-delay-late,830,ps
critical_path,cp_data_required_time,21040,ps
grt,track_usage,20.2,%
run,log.warning_count,30,
sta,hold_slack,451,ps
power_and_ir_drop,comb_power_share,8.1,%
route,drcViolationCount,0,
placed_design,dpl_cell_area,89900,sq um
cells_and_area,layout-drive-gt1-share,19.9,%
critical_path,cpPeakStageDelay,740,ps
placed_design,hpwlAfterDp,148000,microns
floorplanning,die_y,531,microns
synth,edf_count,1824,
synth,ys_sh_adder,0,%
grt,antenna_found_initial,28,
floorplanning,die_w,531,microns
clock_network,cts_buffers,193,
synth,synth_flops,1856,
route,wl_per_cell,28.8,microns
route,ant_nets,0,
power_and_ir_drop,total_power,6630,uW
clock_network,cts_root_buf,"clkbuf_16",
cells_and_area,final_area,96100,sq um
placed_design,place.gp.congestion,0.850,
floorplanning,core_area,277000,sq um
critical_path,worstSetupEndpointType,"output pin",
sta,fmax,59.7,MHz
floorplanning,die_area,282000,sq um
power_and_ir_drop,power_frac_seq,51.8,%
synth,yosysTopAreaCell,"edfxtp_1",
synth,yosys-mux-area-fraction,14.9,%
clock_network,clk_pin_slew,60,ps
sta,fin_crit_sh,63.7,%
grt,grt_overflow,0,
critical_path,arrival,11500,ps
route,vias,45787,
synth,syn-instance-count,5269,
critical_path,critPathLaunchType,"input pin",
synth,logic_family,"simple AND/OR/NAND/NOR gates",
grt,grt_pass1_wl,372000,microns
power_and_ir_drop,power-per-cell-area,69.1,nW/um^2
clock_network,cts_tree,"done",
clock_network,clock_path_buffers,3,
critical_path,crit_path_top_delay_cell,"buf_4",
route,drt_iter0_markers,2928,
clock_network,cts.sinks,1856,
synth,yosysSeqAreaShare,66.1,%
sta,min_period,16760,ps
route,wirelength,264000,microns
clock_network,cts_setup_buffers,0,
synth,yosys_warnings,1,
route,first_pass_iters,5,
sta,tightestPinTransition,1100,ps
critical_path,path_max_fanout,54,
clock_network,hold_buffers,0,
synth,synth.most_common_cell,"and2_1",
synth,synth_cell_types,51,
clock_network,cts_max_level,4,
sta,rsz0062_at_grt,"no",
synth,ys_sh_simple,14.9,%
sta,finalHoldViolCount,0,
synth,syn_area,83900,sq um
critical_path,crit_top_cell,"buf_4",
sta,slew_violations,0,
synth,area_leaders,"edfxtp_1, and2_1, mux4_2, clkbuf_1, mux2i_1",
power_and_ir_drop,p_clk_share,40.1,%
cells_and_area,area_growth,14.5,%
sta,setup_viol,0,
run,cap_viol_max_count,0,
route,vias_per_cell,5.00,
critical_path,path_class,"input pin to output pin",
placed_design,port_buffers,127,
==> sequential cells by signal, indices dropped and copies added (netlist names) <==
| register | count |
|---|---|
| target_table | 1024 |
| tag_table | 800 |
| valid_table | 32 |
==> final cells by class <==
class | count | area [sq um]
Fill cell | 25740 | 181000
Clock buffer | 254 | 5150
Timing Repair Buffer | 343 | 2920
Clock inverter | 100 | 942
Inverter | 4 | 26.3
Antenna cell | 20 | 50.0
Sequential cell | 1856 | 55400
Multi-Input combinational cell | 2883 | 26900
Tap cell | 3705 | 4640
==> kinds of logic after synthesis <==
family,after synthesis
muxes,616
AOI/OAI and AO/OA,173
DFF,1856
buffers and inverters,530
and+or+nand+nor,2072
xor gates and xnor gates,22
==> final timing paths <==
check | start | to | slack (ps) | cells past startpoint
worst max-delay path | current_pc[2] | btb_hit | 9540 | 14
worst min-delay path | valid_table[22] | valid_table[22] | 450 | 1
worst max register to register | valid_table[14] | valid_table[14] | 25700 | 1
worst min register to register | valid_table[22] | valid_table[22] | 450 | 1
==> metal layers <==
layer  part of all wire (%)  vias to the layer above  global-route usage (%)
li1                       -                    19418                       -
met1                     32                    22418                    22.0
met2                     47                     3404                    30.4
met3                     17                      516                    15.5
met4                    3.2                       31                    5.63
met5                   0.19                        -                    1.44
==> per-stage QoR <==
| step | setup WS, ps | utilization [%] | cells |
|---|---|---|---|
| after floorplan | 13460 | - | 5269 |
| after global placement | 9260 | 32.4 | 8791 |
| after detailed placement | 9310 | 32.4 | 8791 |
| after CTS | 9300 | 34.6 | 9145 |
| after global routing | 9030 | 34.6 | 9153 |
| final | 9540 | 34.7 | 9165 |
==> critical path, delay by kind of cell <==
| kind | cells | cell delay [ps] |
|---|---|---|
| buf+inv | 6 | 3630 |
| simple gates | 4 | 1490 |
| mux | 2 | 760 |
| xor+xnor | 1 | 120 |
| compound gates | 1 | 100 |
==> power groups by stage <==
stage	Clock, uW	Combinational (uW)	Sequential [uW]
final	2660	536	3440
after global routing	2810	569	3450
after CTS	2710	542	3440
==> cell usage in the layout, fill, tap and decap left out, drive strengths merged, types with 12 or more instances in the layout <==
cell type | synthesis | final
and2 | 1832 | 1832
edfxtp | 1824 | 1824
mux4 | 502 | 502
clkbuf | 429 | 255
buf | 97 | 220
clkdlybuf4s50 | 0 | 122
nand2 | 120 | 120
mux2i | 91 | 91
clkinv | 1 | 74
nor2 | 65 | 65
o21ai | 47 | 47
a21o | 32 | 32
dfxtp | 32 | 32
mux2 | 23 | 23
a22oi | 21 | 21
diode | 0 | 20
o22ai | 20 | 20
nor2b | 14 | 14
a221oi | 14 | 14
a21oi | 13 | 13
bufinv | 0 | 12
Power is estimated from default activity; no workload was simulated.
