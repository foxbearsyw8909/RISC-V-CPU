===== flow/constraint.sdc =====
current_design BranchPredictor

set clk_period 5.9
set clk_io_pct 0.2

create_clock -name clk0 -period $clk_period [get_ports {clk}]

set non_clock_inputs [all_inputs -no_clocks]
set_input_delay [expr $clk_period * $clk_io_pct] -clock clk0 $non_clock_inputs
set_output_delay [expr $clk_period * $clk_io_pct] -clock clk0 [all_outputs]

===== flow/design.v =====
module BranchPredictor (input [31:0] current_pc,
                        input clk,
                        input reset,
                        input update,
                        input Hazard,
                        input real_taken,
                        output taken);
    reg [4:0] bhsr;
    reg [1:0] pht [0:31];
    wire [4:0] current_pc_idx;
    assign current_pc_idx = current_pc[6:2];  
    wire [4:0] pht_idx;
    assign pht_idx = bhsr ^ current_pc_idx;  
    assign taken = (pht[pht_idx] >= 2'b10);
    reg [4:0] ID_pht_idx;
    reg [4:0] update_pht_idx;  
    integer i;
    always @(posedge clk) begin
        if (reset) begin
            bhsr <= 5'b0;  
            for (i = 0; i < 32; i = i + 1) pht[i] <= 2'b01;  
        end
        else begin
            if (!Hazard) begin
                ID_pht_idx <= pht_idx;
                update_pht_idx <= ID_pht_idx;
            end
            if (update) begin
                case(pht[update_pht_idx])
                    2'b00: pht[update_pht_idx] <= real_taken ? 2'b01 : 2'b00;
                    2'b01: pht[update_pht_idx] <= real_taken ? 2'b10 : 2'b00;
                    2'b10: pht[update_pht_idx] <= real_taken ? 2'b11 : 2'b01;
                    2'b11: pht[update_pht_idx] <= real_taken ? 2'b11 : 2'b10;
                endcase
                bhsr <= {bhsr[3:0], real_taken};  
            end
            else ;
        end
    end
 endmodule

===== flow/run.sh =====
#!/bin/bash
# OpenROAD 26Q1-2900-gdf79404cd8, Yosys 0.63+post, stock flow scripts
make -C /OpenROAD-flow-scripts/flow DESIGN_CONFIG=/design/flow/config.mk WORK_HOME=/design/flow/orfs finish

===== flow/config.mk =====
export PLATFORM = sky130hd
export DESIGN_NAME = BranchPredictor
export DESIGN_NICKNAME = BranchPredictor
export VERILOG_FILES = /design/flow/design.v
export SDC_FILE = /design/flow/constraint.sdc
export NUM_CORES = 4
export LEC_CHECK = 1
export CORE_UTILIZATION = 50

==> flow_summary_export.csv <==
group,metric,value,unit
critical_path,r2r_setup_slack,2.47,ns
cts,postCtsResizedCells,0,
global_route,globalRouteOverflowTotal,0,
yosys,netlist_top_cells_area,"edfxtp_1 (50%), mux4_2 (10%), dfxtp_1 (4.5%)",
placement,hpwl_detailed,6661,um
placement,count_of_placed_standard_cells_including_taps,443,
critical_path,crit_path_max_fanout,9,
route,total_length_of_routed_wires,10080,um
route,route.vias.total,2836,
cells_and_area,seq_area,2422,um^2
run,warnings,52,
critical_path,worst-setup-path-type,"input port to primary output",
die,die_x,96.24,um
cts,cts.htree.levels,3,
yosys,yosysWarningCount,1,
critical_path,timing.critical_path.arrival,3.74,ns
sta,worst_hold_slack,0.4528,ns
sta,layout_worst_path_cycle_share,83.45,%
power_and_ir_drop,powerDensity,268.4,nW/um^2
sta,timing.final.max_slew_violations,0,
yosys,post-synth-top-area-cell,"edfxtp_1",
hold_path,min_path_type,"flip-flop to flip-flop",
cts,worst_setup_hold_path_clk_slew,0.08,ns
cells_and_area,layout.cells.non_filler,459,
cts,post_cts.repair.setup_buffers,0,
route,final_routed_drc_violation_total,0,
die,die_boundary_height,96.24,um
yosys,count_of_library_flops_with_an_enable_pin,74,
yosys,ys_area,4441,um^2
cells_and_area,logic_area,1862,um^2
yosys,synth_largest_type_area_fraction,50.04,%
sta,tightestPinTransition,0.8626,ns
yosys,ys_dominant_reg_cell,"edfxtp_1",
sta,final_hold_viol_count,0,
cts,cts.root.buffer_cell,"clkbuf_8",
cells_and_area,fillers,736,
yosys,syn_inst,343,
cts,clock_tree_from_tritoncts,"done",
yosys,yosys-top-cells-count,"edfxtp_1 (74), nor2_1 (25), nand2_1 (21), mux2i_1 (20), mux4_2 (20)",
cts,ctsLongestPathBuffers,2,
critical_path,end_kind,"primary output",
yosys,ys_seq_share,54.55,%
global_route,grt_pass1_wl,15480,um
critical_path,critPathRequiredTime,4.72,ns
cts,numCtsBuffers,9,
die,initial_standard_cell_utilization_of_the_core,51.17,%
placement,globalplace.congestion,0.8248,
sta,max_clock_freq,0.2031,GHz
cts,clock_latency_on_the_worst_skew_pair,0.36,ns
power_and_ir_drop,ir_worst_vdd,0.1197,mV
hold_path,hold_path_depth,0,
hold_path,worstHoldEndpoint,"update_pht_idx[2]",
yosys,netlist.top_cell.by_instances,"edfxtp_1",
sta,setup_viol_count_final,0,
cts,cts.hold.buffers_added,0,
route,drtPass1Iterations,4,
sta,worst_path_setup_slack_after_routing,0.9764,ns
route,post_drt_via_cell_ratio,6.179,
die,num_io_pins,38,
route,route.antenna.diode_count,0,
hold_path,timing.hold.worst.start,"ID_pht_idx[2]",
critical_path,reg_to_reg_critical_path_endpoint,"pht[29][1]",
route,routed_wire_per_std_cell,21.96,um
critical_path,setup.worst_path.start_class,"input port",
critical_path,rr_worst_depth,7,
die,die_size,9262,um^2
die,rows,34,
cts,clock_sinks,84,
global_route,track_usage,25.40,%
die,placeableCoreArea,8678,um^2
cells_and_area,drive_gt1_share,20.23,%
yosys,synthArstFlopShare,0,%
sta,max_slew_margin,42.49,%
placement,detailedPlace.worstSlack,0.9315,ns
global_route,grt_pass1_vias,2787,
sta,fin_skew,0.01237,ns
route,drt_iter0_markers,150,
yosys,synth_flop_count,84,
global_route,initial_antenna_violation_count,0,
route,antenna_violating_nets_left,0,
yosys,post_synth_instance_area,4441,um^2
global_route,largest_net_degree_at_the_start_of_global_routing,41,
sta,setup-tns-final,0,ns
sta,rsz_0062_raised_after_global_routing,"false",
run,cap_violations,0,
cells_and_area,areaGrowthSynthToFinish,8.679,%
yosys,count_of_instantiated_cells_in_the_yosys_netlist,343,
yosys,synth_cell_types,44,
power_and_ir_drop,power_leakage,1.586,nW
outcome,run_status,"complete, no violations",
yosys,post_synth.cell_area_avg,12.95,um^2
placement,buffer_ports.inserted,10,
sta,min_period,4.924,ns
## critical path: stages
cell and delay, ns:
clkdlybuf4s50_1 0.47, xor2_1 0.14, buf_4 0.24, mux4_2 0.58, mux4_2 0.46, mux2_2 0.27, clkdlybuf4s50_1 0.40
## final cells by class
cell class / instances / area share (%)
Sequential cell: 84 / 50.19
Multi-Input combinational cell: 232 / 38.58
Clock buffer: 14 / 4.719
Timing Repair Buffer: 18 / 3.319
Tap cell: 108 / 2.800
Clock inverter: 2 / 0.3111
Inverter: 1 / 0.07778
## cells in the final DEF (no fill, tap or decap), types with 11 or more instances in the layout
master	Yosys	layout
edfxtp_1	74	74
nor2_1	25	25
nand2_1	21	21
mux4_2	20	20
mux2i_1	20	20
nand2b_1	17	17
or2_2	16	16
o21bai_1	16	16
o21ai_0	12	12
a21boi_1	11	11
## worst max-delay path by stage
stage / startpoint / end / slack, ns
finish: current_pc[2] / taken / 0.98
global route: current_pc[2] / taken / 0.88
CTS: current_pc[2] / taken / 0.93
## per-layer routing
layer	GRT usage [%]	up-vias	wire (um)
li1	-	1314	-
met1	41.52	1396	4531
met2	36.52	100	4528
met3	7.871	26	732
met4	5.597	0	289
met5	0	-	0
## cells by family (layout without fill, tap and decap cells)
group / count (synthesis) / in the layout / synth area share, %
AOI/OAI and AO/OA: 79 / 79 / 12.65
xor gates and xnor gates: 5 / 5 / 0.9861
buffers and inverters: 27 / 35 / 3.522
DFF: 84 / 84 / 54.55
muxes: 47 / 47 / 16.51
and+or+nand+nor: 101 / 101 / 11.78
## through the flow
| stage | total power [W] | util (%) | instance area [um^2] |
|---|---|---|---|
| 6_report | 0.001295 | 55.61 | 4826 |
| 3_5_place_dp | 0.0008456 | 52.81 | 4583 |
| 4_1_cts | 0.001305 | 55.61 | 4826 |
| 3_3_place_gp | 0.0008432 | 52.81 | 4583 |
| 5_1_grt | 0.001339 | 55.61 | 4826 |
| 2_1_floorplan | 0.0007991 | - | 4441 |
## sequential cells by signal, indices dropped and copies added, names as in the netlist, named ones only
| register | count |
|---|---|
| ID_pht_idx | 5 |
| bhsr | 5 |
| pht | 64 |
| update_pht_idx | 5 |
## power by group
group	internal [W]	switching (W)	leakage (nW)
logic	0.0000643	0.0000910	0.735
clock network	0.000258	0.000207	0.124
registers	0.000660	0.0000157	0.727
Power and IR drop assume default switching activity.
